<file path="design.v">
module FLAG_reg(clk, rst_n, en, opcode, flags, N_flag, Z_flag, V_flag);
input clk, rst_n, en;
input [2:0] flags, opcode;
output N_flag, Z_flag, V_flag;
wire [2:0] flagOuputs;
BitReg regn (.Q(flagOuputs[2]), .D(flags[2]), .wen(en & (~|opcode[2:1])), .clk(clk), .rst(~rst_n));
BitReg regv (.Q(flagOuputs[1]), .D(flags[1]), .wen(en & (~|opcode[2:1])), .clk(clk), .rst(~rst_n));
BitReg regz (.Q(flagOuputs[0]), .D(flags[0]), .wen(en), .clk(clk), .rst(~rst_n));
assign N_flag = ~rst_n ? 1'b0 : flagOuputs[2];
assign V_flag = ~rst_n ? 1'b0 : flagOuputs[1];
assign Z_flag = ~rst_n ? 1'b0 : flagOuputs[0];
endmodule
module dff (q, d, wen, clk, rst);
    output         q;  
    input          d;  
    input 	   wen;  
    input          clk;  
    input          rst;  
    reg            state;
    assign q = state;
    always @(posedge clk) begin
      state = rst ? 0 : (wen ? d : state);
    end
endmodule
module BitReg(clk, rst, wen, D, Q);
input clk, rst, wen, D;
output Q;
wire interQ;
dff flop0(.q(interQ), .clk(~clk), .d(D), .wen(wen), .rst(rst));
dff flop1(.d(interQ), .clk(~clk), .q(Q), .wen(wen), .rst(rst));
endmodule
module BitCell(clk, rst, D, WriteEnable, ReadEnable1, ReadEnable2, Bitline1, Bitline2);
input clk;		 
input rst;		 
input D;		 
input WriteEnable;	 
input ReadEnable1;	 
input ReadEnable2;	 
inout Bitline1;		 
inout Bitline2;		 
wire dffOut;
dff floppy(.q(dffOut), .d(D), .wen(WriteEnable), .clk(clk), .rst(rst));
assign Bitline1 = ReadEnable1 ? dffOut : 1'bz;
assign Bitline2 = ReadEnable2 ? dffOut : 1'bz;
endmodule
module ReadDecoder_4_16(RegId, Wordline);
input [3:0] RegId;
output [15:0] Wordline;
	assign Wordline[15] = RegId[3] && RegId[2] && RegId[1] && RegId[0];
	assign Wordline[14] = RegId[3] && RegId[2] && RegId[1] && !RegId[0];
	assign Wordline[13] = RegId[3] && RegId[2] && !RegId[1] && RegId[0];
	assign Wordline[12] = RegId[3] && RegId[2] && !RegId[1] && !RegId[0];
	assign Wordline[11] = RegId[3] && !RegId[2] && RegId[1] && RegId[0];
	assign Wordline[10] = RegId[3] && !RegId[2] && RegId[1] && !RegId[0];
	assign Wordline[9] = RegId[3] && !RegId[2] && !RegId[1] && RegId[0];
	assign Wordline[8] = RegId[3] && !RegId[2] && !RegId[1] && !RegId[0];
	assign Wordline[7] = !RegId[3] && RegId[2] && RegId[1] && RegId[0];
	assign Wordline[6] = !RegId[3] && RegId[2] && RegId[1] && !RegId[0];
	assign Wordline[5] = !RegId[3] && RegId[2] && !RegId[1] && RegId[0];
	assign Wordline[4] = !RegId[3] && RegId[2] && !RegId[1] && !RegId[0];
	assign Wordline[3] = !RegId[3] && !RegId[2] && RegId[1] && RegId[0];
	assign Wordline[2] = !RegId[3] && !RegId[2] && RegId[1] && !RegId[0];
	assign Wordline[1] = !RegId[3] && !RegId[2] && !RegId[1] && RegId[0];
	assign Wordline[0] = !RegId[3] && !RegId[2] && !RegId[1] && !RegId[0];	
endmodule
module WriteDecoder_4_16(RegId, WriteReg, Wordline);
input [3:0] RegId;
input WriteReg;
output [15:0] Wordline;
	assign Wordline[15] = RegId[3] && RegId[2] && RegId[1] && RegId[0] && WriteReg;
	assign Wordline[14] = RegId[3] && RegId[2] && RegId[1] && !RegId[0] && WriteReg;
	assign Wordline[13] = RegId[3] && RegId[2] && !RegId[1] && RegId[0] && WriteReg;
	assign Wordline[12] = RegId[3] && RegId[2] && !RegId[1] && !RegId[0] && WriteReg;
	assign Wordline[11] = RegId[3] && !RegId[2] && RegId[1] && RegId[0] && WriteReg;
	assign Wordline[10] = RegId[3] && !RegId[2] && RegId[1] && !RegId[0] && WriteReg;
	assign Wordline[9] = RegId[3] && !RegId[2] && !RegId[1] && RegId[0] && WriteReg;
	assign Wordline[8] = RegId[3] && !RegId[2] && !RegId[1] && !RegId[0] && WriteReg;
	assign Wordline[7] = !RegId[3] && RegId[2] && RegId[1] && RegId[0] && WriteReg;
	assign Wordline[6] = !RegId[3] && RegId[2] && RegId[1] && !RegId[0] && WriteReg;
	assign Wordline[5] = !RegId[3] && RegId[2] && !RegId[1] && RegId[0] && WriteReg;
	assign Wordline[4] = !RegId[3] && RegId[2] && !RegId[1] && !RegId[0] && WriteReg;
	assign Wordline[3] = !RegId[3] && !RegId[2] && RegId[1] && RegId[0] && WriteReg;
	assign Wordline[2] = !RegId[3] && !RegId[2] && RegId[1] && !RegId[0] && WriteReg;
	assign Wordline[1] = !RegId[3] && !RegId[2] && !RegId[1] && RegId[0] && WriteReg;
	assign Wordline[0] = !RegId[3] && !RegId[2] && !RegId[1] && !RegId[0] && WriteReg;	
endmodule
module Register(clk, rst, D, WriteReg, ReadEnable1, ReadEnable2, Bitline1, Bitline2);
input clk;
input rst;
input [15:0] D;		 
input WriteReg;
input ReadEnable1;
input ReadEnable2;
inout [15:0] Bitline1;
inout [15:0] Bitline2;
BitCell bitArray[15:0] (.clk(clk), .rst(rst), .D(D), .WriteEnable(WriteReg), .ReadEnable1(ReadEnable1), .ReadEnable2(ReadEnable2), .Bitline1(Bitline1), .Bitline2(Bitline2));
endmodule
</file>
<file path="run.sh">
#!/bin/bash
# OpenROAD 26Q1-2900-gdf79404cd8, Yosys 0.63+post, stock flow scripts
make -C /OpenROAD-flow-scripts/flow DESIGN_CONFIG=/design/flow/config.mk WORK_HOME=/design/flow/orfs finish
</file>
<file path="config.mk">
export PLATFORM = sky130hd
export DESIGN_NAME = FLAG_reg
export DESIGN_NICKNAME = FLAG_reg
export VERILOG_FILES = /design/flow/design.v
export SDC_FILE = /design/flow/constraint.sdc
export NUM_CORES = 4
export LEC_CHECK = 1
export CORE_AREA = 10 10 70 70
export DIE_AREA = 0 0 80 80
</file>
<file path="constraint.sdc">
current_design FLAG_reg

set clk_period 1.0
set clk_io_pct 0.2

create_clock -name clk0 -period $clk_period

set non_clock_inputs [all_inputs -no_clocks]
set_input_delay [expr $clk_period * $clk_io_pct] -clock clk0 $non_clock_inputs
set_output_delay [expr $clk_period * $clk_io_pct] -clock clk0 [all_outputs]
</file>
==> flow_metrics.tcl <==
# yosys + openroad results
set metrics [dict create \
    stage_log_warnings 33 \
    worst-path-max-fanout 7 \
    yosysWarningCount 3 \
    pre_cts_ws_ns -0.640 \
    routed_wl_um 571 \
    worstPathArrival_ns 0.66 \
    gr-total-overflow 0 \
    setup_slack_after_layout_ns 0.139 \
    fp_core_util 0.0747 \
    first_iter_violations 14 \
    period_used_share 0.861 \
    worst_hold_slack_ns 0.771 \
    postRouteAntennaNets 0 \
    remaining_drc_errors 0 \
    synthToLayoutAreaGrowth_pct 75.5 \
    design_area_final_um2 448 \
    maxCapViolCount 0 \
    floorplan.die.height_um 80 \
    syn_inst 26 \
    synth-seq-area-share 0.471 \
    tightest_slew_ns 0.313 \
    num_io_pins 12 \
    cell_count_in_the_yosys_report 26 \
    cellPowerDensity_mw_per_mm2 194 \
    critPathCaptureType "primary output" \
    yosys.area.top_type "dfxtp_1" \
    drive_above_1_share 0.184 \
    holdCritStartpoint "rst_n" \
    timing_hold_violations_final 0 \
    post_place_cell_area_um2 434 \
    pin_count_of_the_biggest_net_entering_global_routing 8 \
    route.antenna.diode_count 0 \
    unclocked_pins 6 \
    drt-pass1-iter-count 2 \
    synth-edff-count 0 \
    grt_antenna_before_repair 0 \
    placement.io_buffers 11 \
    crit_path_start_kind "primary input" \
    whs_endpoint "N_flag" \
    report.final.setup_viol 0 \
    maxSlewHeadroom 0.791 \
    vdd_drop_max_uv 28.3 \
    maxSlewViolCount 0 \
    critical_path.top_delay_family "buffers and inverters" \
    timing.critical_path.required_ns 0.80 \
    mappedNetlistArea_um2 255 \
    unconstrained_endpoints 6 \
    dp_hpwl_um 524 \
    netlist_top_cells_count "6 x dfxtp_1, 6 x mux2i_1, 6 x nand2_1" \
    post_cts_setup_inserts 0 \
    track_usage 0.0176 \
    synth-async-reset-ratio 0 \
    via_per_inst 2.36 \
    max_clock_freq_mhz 1160 \
    ys_top_cells_by_area "dfxtp_1 47%, mux2i_1 24%, nand2_1 8.8%, nor3b_4 7.4%, nor2b_1 4.9%" \
    synth_flop_count 6 \
    syn_avg_cell_area_um2 9.82 \
    top_cell_area_share 0.471 \
    cp_slowest_cell "dlygate4sd2_1" \
    first_global_vias 193 \
    wp_buf_inv 2 \
    die_width_um 80 \
    synth.lib_cells_used.distinct 8 \
    synth.yosys.chip_area_um2 255 \
    worst_hold_path.num_cells 4 \
    cts_hold_repair.buffers 0 \
    ys_dominant_reg_cell "dfxtp_1" \
    criticalPathCategory "in -> out" \
    slowest_delay_ns 0.23 \
    final_period_minus_worst_setup_slack_ns 0.861 \
    worst_hold_path_type "in -> out" \
    dr_total_vias 198 \
    worstPathCellList "buf_8, and2_4, dlygate4sd2_1" \
    wl_per_cell_um 6.80 \
    grt_first_pass_wirelength_um 945 \
    floorplan.core_area_mm2 0.00342 \
    floorplan.die_area_mm2 0.00640 \
    placementRows 21 \
    leakagePower_nw 0.197 \
    grt_setup_unrepaired "no" \
    routabilityCongestion 0.762 \
    status "finished, final reports clean" \
]
[worst max path at each step]
stage     startpoint      to  slack, ns  cells after the start
6_report       rst_n  Z_flag       0.14                      3
5_1_grt        rst_n  Z_flag       0.11                      3
4_1_cts        rst_n  Z_flag       0.13                      3
[logic make-up after synthesis]
logic type,synth area share
DFF,0.471
muxes,0.235
buffers and inverters,0.0588
and+or+nand+nor,0.235
[metrics by stage]
stage                     setup TNS, ns  total power (W)  utilization  instances
after floorplan                       0        0.0000383            -         26
after global placement            -1.84        0.0000824        0.127         84
after detailed placement          -1.87        0.0000839        0.127         84
after CTS                             0        0.0000883        0.131         84
after global routing                  0        0.0000937        0.131         84
final                                 0        0.0000871        0.131         84
[per-layer routing]
metal	routed length, um	global-route usage	vias to the layer above	part of all wire
met5	0	0	-	0
met4	0	0	0	0
met3	60	0.00568	0	0.11
met2	256	0.0289	7	0.45
met1	253	0.0234	84	0.44
li1	-	-	107	-
[state kept, by name (all words and copies together), names as in the netlist]
signal	cells
regn.flop0.state	1
regn.flop1.state	1
regv.flop0.state	1
regv.flop1.state	1
regz.flop0.state	1
regz.flop1.state	1
[cell type report]
type	count	area (um2)
fill	402	2970
inverter	3	11.3
multi-input combinational	16	133
sequential	6	120
tap	46	57.6
timing repair buffer	13	126
[cells in the final DEF, fill, tap and decap left out, drive strengths merged]
| cell type | n |
|---|---|
| mux2i | 6 |
| nand2 | 6 |
| buf | 3 |
| dfxtp | 6 |
| nor3b | 1 |
| and2 | 1 |
| inv | 3 |
| clkdlybuf4s50 | 7 |
| nor2b | 2 |
| dlygate4sd2 | 3 |
[power by group]
group	internal, W	switching [W]
clock network	0	0
logic	0.0000481	0.0000235
registers	0.0000145	0.000000960
[timing repair]
action | 4_1_cts | 5_1_grt
hold endpoints to repair | 0 | 0
gates resized | 14 | 0
endpoints found under the setup margin | 3 | 0
No activity file was given, so power comes from the tool's default toggle rates.
