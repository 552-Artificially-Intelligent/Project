==> ./design.v <==
module CLA_16bit(
	input [15:0] A,
	input [15:0] B,
    input Cin,
    output [15:0] Sum,
    output Cout
);
wire C0;
CLA_8bit CLA8_0(.A(A[7:0]), .B(B[7:0]), .Cin(Cin), .Sum(Sum[7:0]), .Cout(C0));
CLA_8bit CLA8_1(.A(A[15:8]), .B(B[15:8]), .Cin(C0), .Sum(Sum[15:8]), .Cout(Cout));
endmodule
module CLA_4bit(
	input [3:0] A,
	input [3:0] B,
    input Cin,
    output [3:0] Sum,
    output Cout
);
wire P0, G0, P1, G1, P3, G3, C0, C1, C2, C3;
assign P0 = A[0] ^ B[0];
assign P1 = A[1] ^ B[1];
assign P2 = A[2] ^ B[2];
assign P3 = A[3] ^ B[3];
assign G0 = A[0] & B[0];
assign G1 = A[1] & B[1];
assign G2 = A[2] & B[2];
assign G3 = A[3] & B[3];
assign C0 = G0 | (Cin & P0);
assign C1 = G1 | (G0 & P1) | (Cin & P0 & P1);
assign C2 = G2 | (G1 & P2) | (G0 & P1 & P2) | (Cin & P0 & P1 & P2);
assign C3 = G3 | (G2 & P3) | (G1 & P2 & P3) | (G0 & P1 & P2 & P3) | (Cin & P0 & P1 & P2 & P3);
assign Cout = C3;
assign Sum[0] = P0 ^ Cin;
assign Sum[1] = P1 ^ C0;
assign Sum[2] = P2 ^ C1;
assign Sum[3] = P3 ^ C2;
endmodule
module CLA_8bit(
	input [7:0] A,
	input [7:0] B,
    input Cin,
    output [7:0] Sum,
    output Cout
);
wire C0;
CLA_4bit CLA4_0(.A(A[3:0]), .B(B[3:0]), .Cin(Cin), .Sum(Sum[3:0]), .Cout(C0));
CLA_4bit CLA4_1(.A(A[7:4]), .B(B[7:4]), .Cin(C0), .Sum(Sum[7:4]), .Cout(Cout));
endmodule
==> ./run.sh <==
#!/bin/bash
# OpenROAD 26Q1-2900-gdf79404cd8, Yosys 0.63+post, stock flow scripts
make -C /OpenROAD-flow-scripts/flow DESIGN_CONFIG=/design/flow/config.mk WORK_HOME=/design/flow/orfs finish
==> ./config.mk <==
export PLATFORM = sky130hd
export DESIGN_NAME = CLA_16bit
export DESIGN_NICKNAME = CLA_16bit
export VERILOG_FILES = /design/flow/design.v
export SDC_FILE = /design/flow/constraint.sdc
export NUM_CORES = 4
export LEC_CHECK = 1
export CORE_AREA = 10 10 72 72
export DIE_AREA = 0 0 82 82
==> ./constraint.sdc <==
current_design CLA_16bit

set clk_period 8.1
set clk_io_pct 0.2

create_clock -name clk0 -period $clk_period

set non_clock_inputs [all_inputs -no_clocks]
set_input_delay [expr $clk_period * $clk_io_pct] -clock clk0 $non_clock_inputs
set_output_delay [expr $clk_period * $clk_io_pct] -clock clk0 [all_outputs]
==> flow_metrics.py <==
# Flow results
metrics = {
    "final_timing": {
        "finalCritPeriodShare_pct": 88.7,
        "period_minus_slack_ps": 7180,
        "rsz0062_at_grt": "false",
        "fmax_mhz": 139,
        "drv_slew": 0,
        "hold_viol_final": 0,
        "fin_setup_tns_ps": 0,
        "worst_pin_slew_ps": 153,
        "slew_headroom_pct": 89.7,
        "setup_viol": 0,
    },
    "global_route": {
        "grt_pass1_wl_mm": 2.65,
        "grt_use_total_pct": 4.83,
        "grt.overflow.total": 0,
        "grt_max_degree": 4,
        "grt_pass1_vias": 599,
        "antenna_found_initial": 0,
    },
    "outcome": {
        "status": "finished, final reports clean",
    },
    "pwr": {
        "p_leak_nw": 0.500,
        "peakVddDrop_mv": 0.0216,
        "p_per_area_mw_per_mm2": 76.4,
    },
    "floorplan": {
        "dieHeight_um": 82,
        "fp-row-count": 22,
        "fp_util_pct": 15.6,
        "core_mm2": 0.00369,
        "die_area_mm2": 0.00672,
        "io_pins": 50,
        "die-width_um": 82,
    },
    "drt": {
        "dr_total_vias": 612,
        "initialDrtViolationCount": 11,
        "ant_nets": 0,
        "drt-vias-per-instance": 3.87,
        "drc": 0,
        "wire_per_inst_um": 11.7,
        "num_antenna_cells": 0,
        "totalWireLength_mm": 1.84,
        "drtPass1Iterations": 2,
    },
    "worst_setup_path": {
        "arrival_ps": 5560,
        "start_kind": "primary input",
        "setup.worst_path.end_class": "output port",
        "crit_required_ps": 6480,
        "endpoint": "Sum[15]",
        "cp-startpoint": "A[0]",
        "worstPathMaxFanout": 2,
        "worstSetupPathType": "in2out",
    },
    "final_layout": {
        "area_delta_synth_final_pct": 97.4,
        "layout_top_cells": "clkdlybuf4s50_1, ha_1, xor2_1",
        "mostFrequentLayoutCell": "clkdlybuf4s50_1",
        "seqCellArea_um2": 0,
        "nClkBuffers": 0,
        "drive_gt1_share_pct": 0,
        "fin_cells": 158,
        "seq_cell_count": 0,
    },
    "run": {
        "warning_count": 36,
        "maxCapViolations": 0,
    },
    "synth": {
        "ys.warnings.count": 2,
        "yosysCellCount": 60,
        "ys_area_um2": 576,
        "ys_types": 10,
        "syn_area_per_cell_um2": 9.59,
        "syn-cell-area_um2": 576,
        "yosysSeqAreaShare_pct": 0,
        "synthCells": 60,
    },
    "place": {
        "dp_hpwl_mm": 1.76,
        "finalWeightedCongestion": 0.821,
        "numPortBuffers": 50,
        "post-place-cells": 158,
    },
    "clock_network": {
        "postCtsSetupRepairBufs": 0,
        "cts_hold_buf": 0,
        "cts-resized-gates": 0,
    },
    "min_path": {
        "hold_path_class": "in2out",
    },
}
kinds of logic after synthesis:
family / after synthesis / synth area share (%)
simple gates: 8 / 5.22
compound gates: 16 / 19.1
fa+ha+maj: 24 / 57.4
xor+xnor: 12 / 18.3
critical path: stages:
cell and delay [ps]:
clkdlybuf4s50_1 450, ha_1 310, ha_1 200, o211ai_1 180, nand2_1 110, a21o_1 220, ha_1 200, o211ai_1 180
nand2_1 100, a21o_1 210, ha_1 200, o211ai_1 170, nand2_1 100, a21o_1 210, ha_1 210, o211ai_1 150
nand2_1 110, xor2_1 140, clkdlybuf4s50_1 500
worst min path at each step:
stage	cells after the start	slack, ps	end	from
4_1_cts	4	4330	Sum[7]	B[7]
5_1_grt	4	4360	Sum[3]	B[3]
6_report	4	4310	Sum[3]	B[3]
metrics by stage:
step / util, % / instance area (um2) / hold WS, ps / total power [W] / setup slack (ps)
detailed placement: 30.8 / 1140 / 4320 / 0.0000883 / 890
global route: 30.8 / 1140 / 4360 / 0.0000959 / 631
floorplan: - / 576 / 3340 / 0.0000282 / 2070
global placement: 30.8 / 1140 / 4320 / 0.0000883 / 906
CTS: 30.8 / 1140 / 4330 / 0.0000891 / 882
finish: 30.8 / 1140 / 4310 / 0.0000867 / 915
synthesized netlist by cell type, drive strengths merged:
cell	instances	share of area, %
o21a	4	5.2
nor2	4	2.6
a21o	4	5.2
xnor2	4	6.1
a21oi	4	3.5
ha	20	43
fa	4	14
nand2	4	2.6
o211ai	4	5.2
xor2	8	12
report_power, final:
group / switching, W / internal (W)
Combinational: 0.0000262 / 0.0000606
Sequential: 0 / 0
Clock: 0 / 0
Total: 0.0000262 / 0.0000606
area by class of cell:
class,instances,area (um2)
timing repair buffer,50,500
fill,360,2550
multi-input combinational,60,576
tap,48,60.1
routing by layer:
| metal | GRT usage (%) | routed length, um |
|---|---|---|
| met5 | 0 | 0 |
| met4 | 0 | 0 |
| met3 | 1.43 | 173 |
| met2 | 8.86 | 939 |
| met1 | 5.76 | 731 |
Power figures rest on the tool's default switching activity, not on a simulated workload.
